==> flow/design.v <==
module adder (r, a, b);
    parameter N = 8;
    output [N-1:0] r;
    input [N-1:0] a;
    input [N-1:0] b;
    wire [N:0] carry;
    buf (carry[0], 1'b0);
    genvar i;
    generate for (i = 0; i < N; i = i + 1) begin: add_loop
        full_adder fa (r[i], carry[i + 1], a[i], b[i], carry[i]);
        end
    endgenerate
endmodule
module full_adder (sum, cout, a, b, cin);
    output sum, cout;
    input a, b, cin;
    wire s, c, c2;
    half_adder h1 (s, c, a, b);
    half_adder h2 (sum, c2, s, cin);
    or (cout, c, c2);
endmodule
module half_adder (
    c,
    s,
    a,
    b
);
    output c, s;
    input  a, b;
    xor (s, a, b);
    and (c, a, b);
endmodule
==> flow/run.sh <==
#!/bin/bash
# OpenROAD 26Q1-2900-gdf79404cd8, Yosys 0.63+post, stock flow scripts
make -C /OpenROAD-flow-scripts/flow DESIGN_CONFIG=/design/flow/config.mk WORK_HOME=/design/flow/orfs finish
==> flow/config.mk <==
export PLATFORM = sky130hd
export DESIGN_NAME = adder
export DESIGN_NICKNAME = adder
export VERILOG_FILES = /design/flow/design.v
export SDC_FILE = /design/flow/constraint.sdc
export NUM_CORES = 4
export LEC_CHECK = 1
export CORE_AREA = 10 10 70 70
export DIE_AREA = 0 0 80 80
==> flow/constraint.sdc <==
current_design adder

set clk_period 2.6
set clk_io_pct 0.2

create_clock -name clk0 -period $clk_period

set non_clock_inputs [all_inputs -no_clocks]
set_input_delay [expr $clk_period * $clk_io_pct] -clock clk0 $non_clock_inputs
set_output_delay [expr $clk_period * $clk_io_pct] -clock clk0 [all_outputs]
==> Flow_metrics.wiki <==
== Metrics ==
{| class="wikitable"
! Metric !! Value
|-
| Number of antenna violations at the first check in global routing || 0
|-
| Sequential-to-total area share from yosys stat || 0
|-
| Data required time at the worst endpoint || 2080 ps
|-
| Slowest Stage Delay on Critical Path || 260 ps
|-
| Worst hold path class || in2out
|-
| Buffer and inverter count on the worst path || 2
|-
| Final weighted congestion in routability-driven placement || about 0.75
|-
| DRT antenna net count || 0
|-
| Ant diodes || 0
|-
| Comb area || about 260 µm²
|-
| Violations in the final reports || setup timing
|-
| Warnings, synthesis || 0
|-
| Max Clock Freq || 0.242 GHz
|-
| Post-synth top area cell || sky130_fd_sc_hd__ha_1
|-
| Highest-delay cell along the critical path || sky130_fd_sc_hd__ha_1
|-
| Tally of buffers added on design ports || 23
|-
| Number of global-route vias before repair || 255
|-
| Cell family with most CP delay || simple AND/OR/NAND/NOR gates
|-
| Layout cell share with drive strength beyond 1 || 0.395
|-
| Detailed Route WL || 680 µm
|-
| Most used standard cells in the synthesized netlist || sky130_fd_sc_hd__ha_1, sky130_fd_sc_hd__buf_4, sky130_fd_sc_hd__or2_1
|-
| Vertical extent of the die || ~80 µm
|-
| Number of cell instances after yosys synthesis || 28
|-
| Category of the critical setup timing path || in2out
|-
| Worst path arrival time || approximately 3600 ps
|-
| Synth area leaders || sky130_fd_sc_hd__ha_1, sky130_fd_sc_hd__buf_4, sky130_fd_sc_hd__or2_1, sky130_fd_sc_hd__o211a_1, sky130_fd_sc_hd__conb_1
|-
| Leakage || 0.222 nW
|-
| Post-place instance area || 497 µm²
|-
| Average instance area after synthesis || 9.34 µm²
|-
| Drt wl/cell || 7.64 µm
|-
| Result of the run || finished, violations left
|-
| Vias after detailed routing || between 200 and 250
|-
| Setup crit end kind || output port
|-
| Post-Synthesis Cells || 28
|-
| Yosys stat chip area || 262 µm²
|-
| Post-layout min period || 4130 ps
|-
| WL met3 || 141 µm
|-
| Number of clock buffers in the layout || 0
|-
| Share of the clock period used by the worst path || 1.59
|-
| # setup viols final || 4
|-
| Top-count cell post-synth || sky130_fd_sc_hd__ha_1
|-
| Number of filler cells placed in the layout || 392
|-
| P per Cell Area || 143 nW/µm²
|-
| Fraction of the core area occupied by cells at floorplan || 0.0766
|-
| Post-DP HPWL || 641 µm
|-
| Final worst-path setup slack || -1530 ps
|-
| Floorplan core area || 3420 µm²
|-
| Area growth from synthesis to layout || 107%
|-
| Count of warning messages emitted by the tools || 35
|-
| I/O pin count || 24
|-
| Critical path launch point type || primary input
|-
| Final std cell area, no fill || between 500 and 600 µm²
|-
| Final Non-Filler Cells || 89
|-
| Die Size || 6400 µm²
|-
| Number of DRC violations after detailed-routing iteration 0 || 2
|-
| Highest metal layer with signal wires || met3
|-
| Pins Over Slew Limit || 0
|-
| Crit path cell chain || buf_6, or2_1, ha_1, or2_1, ha_1, or2_1, ha_4, or2_4, ha_4, or2_4, ha_4, or2_4, ha_4, o211a_1, buf_2
|-
| M1 wire length || 382 µm
|-
| DRC violation count after routing || 0
|-
| Via density per instance || ~2.5
|-
| Tally of max-capacitance violations || 0
|-
| Setup repair after global routing missed its margin || true
|-
| Total grt overflow || 0
|-
| Chip width || 80 µm
|-
| Proportion of netlist area held by the largest area contributor || 0.574
|-
| First-pass GRT wire length || 1.13 mm
|-
| Inst Count DP || 89
|-
| Placement Rows || 21
|-
| Number of failing hold endpoints at the final stage || 0
|-
| Overall track demand over capacity in global routing || 0.0205
|-
| Highest ir drop seen on vdd || 0.0407 mV
|-
| Cell with the most instances on the worst path || sky130_fd_sc_hd__ha_4
|-
| Maximum fanout along the worst path || 1
|-
| Seq. cell area || 0 µm²
|-
| Flip-flops || 0
|-
| Library cells used by synthesis || 5
|-
| Met2 routed wirelength || 156 µm
|-
| Pin count of the biggest net entering global routing || 2
|-
| Post-synth design cell area || 262 µm²
|-
| Post-CTS setup-driven buffer insertion count || 0
|-
| First drt pass iteration count || 2
|}
[path summary, 6_finish.rpt]
path              start    to  cells after the start
setup / recovery   b[0]  r[7]                     15
hold / removal     a[7]  r[7]                      3
[layout by cell type (no fill, tap or decap)]
master                             n
sky130_fd_sc_hd__ha_4              4
sky130_fd_sc_hd__buf_6             6
sky130_fd_sc_hd__o211a_1           1
sky130_fd_sc_hd__buf_2             3
sky130_fd_sc_hd__ha_2              1
sky130_fd_sc_hd__clkdlybuf4s50_1  14
sky130_fd_sc_hd__ha_1              7
sky130_fd_sc_hd__or2_1             3
sky130_fd_sc_hd__or2_4             3
sky130_fd_sc_hd__conb_1            1
[power breakdown]
part           total, mW  internal [mW]  switching (mW)
Clock                  0              0               0
Combinational     0.0774         0.0553          0.0221
Sequential             0              0               0
[metrics by stage]
step | power (mW) | TNS, ps | util | setup WS [ps] | hold slack (ps)
after floorplan | 0.0322 | -3630 | - | -1450 | 1230
final | 0.0774 | -4090 | 0.159 | -1530 | 1640
after CTS | 0.0774 | -4970 | 0.155 | -1810 | 1650
after global placement | 0.0619 | -7550 | 0.145 | -2300 | 1950
after global routing | 0.0878 | -4390 | 0.159 | -1630 | 1690
after detailed placement | 0.0633 | -7600 | 0.145 | -2310 | 1940
[logic make-up after synthesis]
group,count (synthesis),share of synthesized area
AND-OR/OR-AND,1,0.0383
adder cells (fa/ha/maj),12,0.574
buffers and inverters,8,0.230
other,1,0.0143
AND/OR/NAND/NOR,6,0.144
[routing by layer]
layer,GRT usage,up-vias
met5,0,-
met4,0,0
met2,0.0217,23
met3,0.0125,0
met1,0.0336,84
li1,-,118
[cell type report]
class              instances  area share
multi-input cells         20       0.483
repair buffers            23       0.411
well taps                 46       0.106
[repair_timing]
item | 4_1_cts | 5_1_grt
pin swaps | 14 | 13
resized | 40 | 2
endpoints found under the setup margin | 6 | 5
hold buffers | 0 | 0
endpoints found under the hold margin | 0 | 0
Power figures rest on the tool's default switching activity, not on a simulated workload.
