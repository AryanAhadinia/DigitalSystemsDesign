<file path="flow/design.v">
module similariy (
    clk,
    reset,
    in1,
    in2,
    count
);
    parameter N = 8;
    input clk, reset;
    input [N-1:0] in1;
    input [N-1:0] in2;
    output reg [N-1:0] count;      
    reg [N-1:0] diff;
    integer sum;
    integer i;
    always @(posedge clk, posedge reset) begin
        if (reset) begin
            count <= 0;
        end else begin
            count <= sum;
        end
    end
    always @(*) begin
        diff = in1 ^ in2;
        sum = 0;
        for (i = 0; i < N; i = i + 1) begin
            sum = sum + diff[i];
        end
    end
endmodule
</file>
<file path="flow/constraint.sdc">
current_design similariy

set clk_period 1.0
set clk_io_pct 0.2

create_clock -name clk0 -period $clk_period [get_ports {clk}]

set non_clock_inputs [all_inputs -no_clocks]
set_input_delay [expr $clk_period * $clk_io_pct] -clock clk0 $non_clock_inputs
set_output_delay [expr $clk_period * $clk_io_pct] -clock clk0 [all_outputs]
</file>
<file path="flow/config.mk">
export PLATFORM = sky130hd
export DESIGN_NAME = similariy
export DESIGN_NICKNAME = similariy
export VERILOG_FILES = /design/flow/design.v
export SDC_FILE = /design/flow/constraint.sdc
export NUM_CORES = 4
export LEC_CHECK = 1
export CORE_AREA = 10 10 70 70
export DIE_AREA = 0 0 80 80
</file>
<file path="flow/run.sh">
#!/bin/bash
# OpenROAD 26Q1-2900-gdf79404cd8, Yosys 0.63+post, stock flow scripts
make -C /OpenROAD-flow-scripts/flow DESIGN_CONFIG=/design/flow/config.mk WORK_HOME=/design/flow/orfs finish
</file>
==> impl_metrics.env <==
# yosys + openroad results
export IMPL_status="finished, violations left"
export IMPL_violations="negative setup slack"
export IMPL_dieWidth_um=80
export IMPL_drt_iter0_drc=3
export IMPL_critPathRequiredTime_ns=1.13
export IMPL_pwr_share_clk_pct=17.4
export IMPL_gp_congestion=0.769
export IMPL_wl_per_cell_um=8.19
export IMPL_htreeDepth=1
export IMPL_arrival_ns=2.77
export IMPL_place_area_um2=661
export IMPL_largest_register="count"
export IMPL_grt_overflow=0
export IMPL_cp_top_family="adder cells"
export IMPL_antennaDiodeCount=0
export IMPL_grt_pass1_wl_mm=1.41
export IMPL_max_vdd_ir_drop_mv=0.401
export IMPL_setup_violations=4
export IMPL_largest_reg_flops=4
export IMPL_syn_inst=34
export IMPL_cp_slowest_cell="fa_1"
export IMPL_critPathBufInv=5
export IMPL_synth_seq_cells=4
export IMPL_avgSynthCellArea_um2=10.8
export IMPL_ff_type="dfrtp_1"
export IMPL_cts_root_buffer="clkbuf_4"
export IMPL_first_pass_iters=2
export IMPL_hold_buffers=0
export IMPL_core_region_area_um2=3420
export IMPL_largest_area_cell="dfrtp_1"
export IMPL_critPathMostFrequentCell="inv_2"
export IMPL_reg_top3="count x4"
export IMPL_syn2layout_area_growth_pct=87.1
export IMPL_cp_start_kind="input pin"
export IMPL_drt_vias_per_instance=2.79
export IMPL_tns_ns=-5.95
export IMPL_pwr_share_comb_pct=60.0
export IMPL_swShare_pct=31.7
export IMPL_grt_use_total_pct=2.72
export IMPL_mi_logic_area_um2=267
export IMPL_rows=21
export IMPL_hold_path_class="in -> async"
export IMPL_fmax_mhz=379
export IMPL_path_max_fanout=2
export IMPL_fillCellCount=383
export IMPL_ys_chip_area_um2=368
export IMPL_clk_pin_slew_ns=0.04
export IMPL_power_density_nw_per_um2=1660
export IMPL_report_final_hold_viol_count=0
export IMPL_syn_cell_area_um2=368
export IMPL_cts_buffers=3
export IMPL_finalWorstSetupSlack_ns=-1.64
export IMPL_wirelength_um=868
export IMPL_synthTopCellsByArea="dfrtp_1 (27%), fa_1 (22%), xor2_1 (14%)"
export IMPL_worstPathCellList="buf_6 -> xor2_2 -> fa_1 -> fa_1 -> inv_2 -> fa_2 -> inv_2 -> ha_4 -> inv_2 -> fa_2 -> inv_2"
export IMPL_warning_count=28
export IMPL_grt_pass1_vias=349
export IMPL_maxSlewViolCount=0
export IMPL_top_cell="inv_1"
export IMPL_cts_sinks=4
export IMPL_rsz0062_at_grt="true"
export IMPL_cts_path_max_buffers=2
export IMPL_p_switching_w=0.000363
export IMPL_synth_top_area_share_pct=27.2
export IMPL_top_cells_by_count="inv_1 (7), xor2_1 (6), buf_4 (4), dfrtp_1 (4), fa_1 (4)"
export IMPL_min_period_ns=2.64
export IMPL_cpPeakStageDelay_ns=0.56
export IMPL_p_int_w=0.000782
export IMPL_numPortBuffers=21
export IMPL_grt_start_max_net_pins=5
export IMPL_p_leak_nw=0.303
export IMPL_finalPower_w=0.00115
export IMPL_dr_total_vias=296
export IMPL_async_flop_share_pct=100
export IMPL_antenna_left=0
export IMPL_edf_count=0
export IMPL_antenna_found_initial=0
export IMPL_ys_cells=34
export IMPL_die_area_um2=6400
export IMPL_cts_tree="built"
export IMPL_critPathLaunch="in2[3]"
export IMPL_period_used_pct=264
export IMPL_synth_cell_types=10
export IMPL_pin_count=26
export IMPL_regArea_um2=100
export IMPL_hold_slack_ns=0.144
export IMPL_yosysWarnings=1
export IMPL_die_y_um=80
export IMPL_final_layout_size_suffix_gt1_share_pct=41.7
export IMPL_crit_type="in -> reg"
export IMPL_ys_seq_share_pct=27.2
export IMPL_fin_area_um2=688
export IMPL_dp_hpwl_um=828
export IMPL_maxCapViolations=0
export IMPL_worstSetupEndpoint="count[1]$_DFF_PP0_"
export IMPL_final_util_pct=20.1
export IMPL_cp_depth=11
export IMPL_p_seq_share_pct=22.6
export IMPL_fp_util_pct=10.8
export IMPL_endpoint_kind="register"
export IMPL_drc=0
placed cells by master (no fill, tap or decap):
cell and instances:
conb_1 4, ha_4 1, ha_1 2, xor2_1 3, xnor2_1 3, fa_2 2, xor2_2 3, clkdlybuf4s15_1 2
buf_4 2, a21oi_2 1, clkdlybuf4s50_1 11, inv_1 3, buf_6 4, nor2b_1 1, inv_2 4, clkbuf_4 3
clkbuf_2 2, fa_1 2, dfrtp_1 4, buf_2 3
layer usage:
layer | GRT usage [%] | up-vias | wire length (µm)
met5 | 0 | - | 0
met4 | 1.23 | 0 | 34
met3 | 1.82 | 2 | 121
met2 | 4.01 | 18 | 404
met1 | 2.95 | 136 | 308
li1 | - | 140 | -
cells by family (layout without fill, tap and decap cells):
logic type      after synthesis  after routing  synth area share, %
other cells                   1              4                 1.02
flops                         4              4                 27.2
fa+ha+maj                     7              7                 32.0
compound gates                1              1                 1.36
xor+xnor                      9              9                 21.4
simple gates                  1              1                 1.70
buf+inv                      11             34                 15.3
power by group through the flow:
stage	registers (W)	logic, W	clock network (W)
CTS	0.000260	0.000712	0.000212
global route	0.000268	0.000788	0.000220
finish	0.000259	0.000687	0.000199
timing repair:
item / in CTS / in global routing
setup endpoints to repair: 8 / 6
gates resized: 37 / 4
buffers inserted: 1 / 0
pin swaps: 8 / 5
metrics by stage:
stage,instances,setup WS (ns)
CTS,106,-1.67
floorplan,37,-1.68
finish,106,-1.64
detailed placement,102,-2.23
global route,106,-1.72
global placement,102,-2.21
area by class of cell:
cell class              instances  share of cell area [%]
flip-flops and latches          4                    14.5
well taps                      46                    8.36
multi-input cells              22                    38.7
clock buffers                   3                    3.27
repair buffers                 24                    31.3
inverters                       7                    3.82
how the worst min path moves through the flow:
stage | startpoint | end | depth (start not counted) | slack (ns)
finish | reset | count[1]$_DFF_PP0_ | 2 | 0.14
CTS | reset | count[1]$_DFF_PP0_ | 2 | 0.14
global route | reset | count[1]$_DFF_PP0_ | 2 | 0.15
Power and IR drop assume default switching activity.
