### ./config.mk
export PLATFORM = sky130hd
export DESIGN_NAME = lift
export DESIGN_NICKNAME = lift
export VERILOG_FILES = /design/flow/design.v
export SDC_FILE = /design/flow/constraint.sdc
export NUM_CORES = 4
export LEC_CHECK = 1
export CORE_AREA = 10 10 112 112
export DIE_AREA = 0 0 122 122
### ./constraint.sdc
current_design lift

set clk_period 3.6
set clk_io_pct 0.2

create_clock -name clk0 -period $clk_period [get_ports {clk}]

set non_clock_inputs [all_inputs -no_clocks]
set_input_delay [expr $clk_period * $clk_io_pct] -clock clk0 $non_clock_inputs
set_output_delay [expr $clk_period * $clk_io_pct] -clock clk0 [all_outputs]
### ./design.v
module lift (
    src_lvl,
    dst_lvl,
    clk,
    reset,
    up,
    down,
    open
);
    input [2:0] src_lvl;
    input [2:0] dst_lvl;
    input clk;
    input reset;
    output reg up;
    output reg down;
    output reg open;
    reg [2:0] current_state;
    reg [2:0] current_lvl;
    reg [2:0] wait_in;
    reg [2:0] next_state;
    reg [2:0] next_level;
    reg [2:0] next_wait_in;
    reg requests [0:4];
    reg [2:0] last_src_requested;
    reg [2:0] last_dst_requested;
    parameter idle_state = 3'b000;
    parameter up_state   = 3'b100;
    parameter down_state = 3'b010;
    parameter open_state = 3'b001;
    always @(posedge clk, posedge reset) begin
        if (reset) begin
            current_state <= idle_state;
            current_lvl   <= 0;
            wait_in       <= 0;
        end else begin
            if (src_lvl != last_src_requested) begin
                requests[src_lvl] <= 1;
                last_src_requested <= src_lvl;
            end
            if (dst_lvl != last_dst_requested && ((current_state == idle_state) || (current_state == open_state) || (current_state == up_state && dst_lvl >= current_lvl) || (current_state == down_state && dst_lvl <= current_lvl))) begin
                requests[dst_lvl] <= 1;
                last_src_requested <= dst_lvl;
            end
            current_state <= next_state;
            current_lvl   <= next_level;
            wait_in       <= next_wait_in;
        end
    end
    always @(*) begin
        up   = current_state[2];
        down = current_state[1];
        open = current_state[0];
    end
    always @(*) begin
        next_state   = current_state;
        next_level   = current_lvl;
        next_wait_in = wait_in;
        case (current_state)
            idle_state: begin
                if (last_src_requested == current_lvl) begin
                    next_state = open_state;
                end else if (last_src_requested > current_lvl) begin
                    next_state = up_state;
                end else if (last_src_requested < current_lvl) begin
                    next_state = down_state;
                end else begin
                    next_state = idle_state;
                end
                next_level   = current_lvl;
                next_wait_in = 0;
            end
            up_state: begin
                if (wait_in < 3) begin
                    next_state   = up_state;
                    next_level   = current_lvl;
                    next_wait_in = wait_in + 1;
                end else begin
                    if (requests[current_lvl + 1] == 1) begin
                        next_state = open_state;
                    end else begin
                        next_state = up_state;
                    end
                    next_level   = current_lvl + 1;
                    next_wait_in = 0;
                end
            end
            down_state: begin
                if (wait_in < 3) begin
                    next_state   = down_state;
                    next_level   = current_lvl;
                    next_wait_in = wait_in + 1;
                end else begin
                    if (requests[current_lvl - 1] == 1) begin
                        next_state = open_state;
                    end else begin
                        next_state = down_state;
                    end
                    next_level   = current_lvl - 1;
                    next_wait_in = 0;
                end
            end
            open_state: begin
                if (wait_in == 0) begin
                    next_state   = open_state;
                    next_level   = current_lvl;
                    next_wait_in = wait_in + 1;
                end else begin
                    next_state   = idle_state;
                    next_level   = current_lvl;
                    next_wait_in = 0;
                end
            end
        endcase
    end
endmodule
### ./run.sh
#!/bin/bash
# OpenROAD 26Q1-2900-gdf79404cd8, Yosys 0.63+post, stock flow scripts
make -C /OpenROAD-flow-scripts/flow DESIGN_CONFIG=/design/flow/config.mk WORK_HOME=/design/flow/orfs finish
==> flow_summary.toml <==
# synthesis and place-and-route metrics
[outcome]
status = "completed"

[routing]
drc = 0
antenna_left = 0
num_antenna_cells = 0
vias = 867
vias_per_cell = 3.40
initialDrtViolationCount = 59
drt_wl_total_um = 2310
first_pass_iters = 6
avgRoutedWirePerCell_um = 9.06

[yosys]
ys_seq_frac = 0.409
numSynthFlops = 17
synthArstFlopShare = 0.529
netlist_area_um2 = 1140
synth_cell_type_count = 41
synthTopCellsByArea = "edfxtp_1 (21%), dfrtp_1 (20%), ha_1 (12%)"
ys_chip_area_um2 = 1140
syn_inst = 111
avgSynthCellArea_um2 = 10.3
ys_cells = 111
yosysTopAreaCellShare = 0.211
synth_area_leader_cell = "edfxtp_1"
synthFlopType = "dfrtp_1"
edf_count = 8
ys_warn_count = 5

[worst_hold_path]
min_path_type = "register to register"

[setup_path]
slowest_delay_ns = 0.63
worst_setup_path_end_kind = "primary output"
crit_required_ns = 2.88
cp_top_family = "flip-flops"
slowest_stage = "dfrtp_1"
crit_fanout = 13
critPathKind = "register to primary output"
start_kind = "register"
arrival_ns = 1.45
cp.buffers_inverters = 1
crit_chain = "clkdlybuf4s50_1"

[sta]
min_period_ns = 2.17
hold_viol_final = 0
fin_crit_sh = 0.602
rsz0062_at_grt = "no"
tightest_slew_ns = 0.582
maxSlewViolCount = 0
slew_headroom = 0.610
max_freq_mhz = 461
finalSetupViolCount = 0
setup_tns_ns = 0
finClkSkew_ns = 0.00209
fin_ws_ns = 1.43

[global_route]
antenna_found_initial = 0
globalRouteTotalUtil = 0.0306
grt_max_degree = 14
grt_pass1_wl_um = 3870
grt_pass1_vias = 833
overflow = 0

[clock_network]
post_cts_resize_count = 0
cts_tree = "yes"
postCtsSetupBuffers = 0
numCtsBuffers = 3
clockBufferDepth = 2
cts_root_buf = "clkbuf_8"
clock-sinks = 17
clk_latency_ns = 0.25
clk_pin_slew_worst_paths_ns = 0.07
h-tree-depth = 1
hold_buffers = 0

[floorplan]
rows = 37
design.core.area_um2 = 10200
fp.dieH_um = 122
pin_count = 11
initCoreUtil = 0.111
die_x_um = 122
dieArea_um2 = 14900

[final_layout]
finalInstanceArea_um2 = 1410
final_layout_top_logic_cells = "inv_1 (12), ha_1 (11), dfrtp_1 (9)"
drive_gt1_frac = 0.0504
fin_util = 0.138
final_common_cell = "inv_1"
synthToLayoutAreaGrowth_pct = 23.7

[place]
place_ws_ns = 1.31
dpl_cell_area_um2 = 1360
place_congestion = 0.796
dp_hpwl_um = 1730
io_buffer_count = 7

[pwr]
power.density_nw_per_um2 = 688
ir_drop_v = 0.000220
power.leakage_nw = 0.550

[job]
tool_warnings = 34
drv_cap = 0
path summary, 6_finish.rpt:
kind / from / end / slack [ns] / cells past startpoint
hold reg to reg: wait_in[2] / wait_in[0] / 0.53 / 1
hold / removal: wait_in[2] / wait_in[0] / 0.53 / 1
setup / recovery: current_state[2] / up / 1.43 / 1
min in group asynchronous: reset / current_state[1] / 0.82 / 2
max in group asynchronous: reset / wait_in[0] / 2.50 / 2
setup reg to reg: current_lvl[1] / current_state[1] / 1.75 / 6
cell families after synthesis:
| family | synth area share |
|---|---|
| compound gates | 0.229 |
| xor+xnor | 0.0615 |
| fa+ha+maj | 0.121 |
| buf+inv | 0.0560 |
| flops | 0.409 |
| mux | 0.0187 |
| simple gates | 0.105 |
synth_stat cells, drive strengths merged (2+ instances only):
library cell  instances
dfrtp                 9
nand2                 4
nor2                  8
edfxtp                8
a21o                  3
ha                   11
buf                   3
a32o                  2
and3                  2
o31ai                 3
nand3                 4
a21oi                 4
o21a                  2
a222oi                2
xnor2                 7
inv                  13
a31o                  2
a31oi                 2
metrics by stage:
step | hold WS, ns | total power, mW | std cells
2_1_floorplan | 0.481 | 0.702 | 111
3_5_place_dp | 0.519 | 0.826 | 251
3_3_place_gp | 0.523 | 0.817 | 251
6_report | 0.532 | 0.970 | 255
4_1_cts | 0.530 | 0.978 | 255
5_1_grt | 0.577 | 1.06 | 255
routing by layer:
metal	vias to the layer above	GRT usage	share of wire
met1	419	0.0435	0.53
li1	434	-	-
met2	12	0.0474	0.43
met5	-	0	0
met3	2	0.00563	0.028
met4	0	0.00671	0.011
where the power goes:
group / total, mW / internal, mW / switching [mW]
clock: 0.145 / 0.0785 / 0.0660
sequential: 0.361 / 0.257 / 0.104
combinational: 0.464 / 0.227 / 0.238
final cells by class:
cell class / instances / area, um2
clock buffers: 4 / 45.0
fillers: 1137 / 8820
inverters: 13 / 48.8
multi-input cells: 78 / 609
flip-flops and latches: 17 / 465
well taps: 136 / 170
repair buffers: 7 / 70.1
Power is estimated from default activity; no workload was simulated.
